==> design.v <==
module HD(
	code_word1,
	code_word2,
	out_n
);
input  [6:0]code_word1, code_word2;
output reg signed [5:0] out_n;
reg [6:0]code_word1_reg, code_word2_reg;
reg circle1_1, circle1_2, circle1_3; 
reg circle2_1, circle2_2, circle2_3;
reg false_num_1, false_num_2;
reg [1:0] opt;
reg minus_flag;
reg signed [4:0] c1, c2;
reg signed [4:0] a, b;
reg signed [4:0] out_reg;
reg signed [5:0] temp_a;
reg signed [4:0] temp_b;
always@(*) begin
	code_word1_reg = code_word1;
	code_word2_reg = code_word2;
	circle1_1 = code_word1_reg[6] ^ code_word1_reg[3] ^ code_word1_reg[2] ^ code_word1_reg[1];
	circle1_2 = code_word1_reg[5] ^ code_word1_reg[3] ^ code_word1_reg[2] ^ code_word1_reg[0];
	circle1_3 = code_word1_reg[4] ^ code_word1_reg[3] ^ code_word1_reg[1] ^ code_word1_reg[0];
	circle2_1 = code_word2_reg[6] ^ code_word2_reg[3] ^ code_word2_reg[2] ^ code_word2_reg[1];
	circle2_2 = code_word2_reg[5] ^ code_word2_reg[3] ^ code_word2_reg[2] ^ code_word2_reg[0];
	circle2_3 = code_word2_reg[4] ^ code_word2_reg[3] ^ code_word2_reg[1] ^ code_word2_reg[0];
end
always@(*) begin
	if(circle1_1 && circle1_2 && circle1_3) begin 
		false_num_1 = code_word1_reg[3];
		c1 = {!code_word1_reg[3], !code_word1_reg[3], code_word1_reg[2], code_word1_reg[1], code_word1_reg[0]};
	end
	else if(circle1_1 && circle1_2) begin 
		false_num_1 = code_word1_reg[2];
		c1 = {code_word1_reg[3], code_word1_reg[3], !code_word1_reg[2], code_word1_reg[1], code_word1_reg[0]};
	end
	else if(circle1_1 && circle1_3) begin 
		false_num_1 = code_word1_reg[1];
		c1 = {code_word1_reg[3], code_word1_reg[3], code_word1_reg[2], !code_word1_reg[1], code_word1_reg[0]};
	end
	else if(circle1_2 && circle1_3) begin 
		false_num_1 = code_word1_reg[0];
		c1 = {code_word1_reg[3], code_word1_reg[3], code_word1_reg[2], code_word1_reg[1], !code_word1_reg[0]};
	end
	else if(circle1_1) begin
		false_num_1 = code_word1_reg[6];
		c1 = {code_word1_reg[3], code_word1_reg[3], code_word1_reg[2], code_word1_reg[1], code_word1_reg[0]};
	end
	else if(circle1_2) begin
		false_num_1 = code_word1_reg[5];
		c1 = {code_word1_reg[3], code_word1_reg[3], code_word1_reg[2], code_word1_reg[1], code_word1_reg[0]};
	end
	else begin
		false_num_1 = code_word1_reg[4];
		c1 = {code_word1_reg[3], code_word1_reg[3], code_word1_reg[2], code_word1_reg[1], code_word1_reg[0]};
	end
end
always @(*) begin
	if(circle2_1 && circle2_2 && circle2_3) begin 
		false_num_2 = code_word2_reg[3];
		c2 = {!code_word2_reg[3], !code_word2_reg[3], code_word2_reg[2], code_word2_reg[1], code_word2_reg[0]};
	end
	else if(circle2_1 && circle2_2) begin 
		false_num_2 = code_word2_reg[2];
		c2 = {code_word2_reg[3], code_word2_reg[3], !code_word2_reg[2], code_word2_reg[1], code_word2_reg[0]};
	end
	else if(circle2_1 && circle2_3) begin 
		false_num_2 = code_word2_reg[1];
		c2 = { code_word2_reg[3], code_word2_reg[3], code_word2_reg[2], !code_word2_reg[1], code_word2_reg[0]};
	end
	else if(circle2_2 && circle2_3) begin 
		false_num_2 = code_word2_reg[0];
		c2 = { code_word2_reg[3], code_word2_reg[3], code_word2_reg[2], code_word2_reg[1], !code_word2_reg[0]};
	end
	else if(circle2_1) begin
		false_num_2 = code_word2_reg[6];
		c2 = { code_word2_reg[3], code_word2_reg[3], code_word2_reg[2], code_word2_reg[1], code_word2_reg[0]};
	end
	else if(circle2_2) begin
		false_num_2 = code_word2_reg[5];
		c2 = { code_word2_reg[3], code_word2_reg[3], code_word2_reg[2], code_word2_reg[1], code_word2_reg[0]};
	end
	else begin
		false_num_2 = code_word2_reg[4];
		c2 = { code_word2_reg[3], code_word2_reg[3], code_word2_reg[2], code_word2_reg[1], code_word2_reg[0]};
	end
end
always@(*) begin
	opt = {false_num_1, false_num_2};
	minus_flag = (false_num_1 ^ false_num_2) ? 1: 0;
	out_n = (a << 1) + b ;
end
always@(*) begin
	if(opt == 2'd0) begin
		a = c1;
		b = c2;
	end
	else if(opt == 2'd1) begin
		a = c1;
		b = (c2 ^ {5{minus_flag}}) + minus_flag;
	end
	else if(opt == 2'd2) begin
		a = (c2 ^ {5{minus_flag}}) + minus_flag;
		b = c1;
	end
	else begin
		a = c2;
		b = c1;
	end
end
endmodule
==> run.sh <==
#!/bin/bash
# OpenROAD 26Q1-2900-gdf79404cd8, Yosys 0.63+post, stock flow scripts
make -C /OpenROAD-flow-scripts/flow DESIGN_CONFIG=/design/flow/config.mk WORK_HOME=/design/flow/orfs finish
==> config.mk <==
export PLATFORM = sky130hd
export DESIGN_NAME = HD
export DESIGN_NICKNAME = HD
export VERILOG_FILES = /design/flow/design.v
export SDC_FILE = /design/flow/constraint.sdc
export NUM_CORES = 4
export LEC_CHECK = 1
export CORE_AREA = 10 10 102 102
export DIE_AREA = 0 0 112 112
==> constraint.sdc <==
current_design HD

set clk_period 6.4
set clk_io_pct 0.2

create_clock -name clk0 -period $clk_period

set non_clock_inputs [all_inputs -no_clocks]
set_input_delay [expr $clk_period * $clk_io_pct] -clock clk0 $non_clock_inputs
set_output_delay [expr $clk_period * $clk_io_pct] -clock clk0 [all_outputs]
==> results.yml <==
# yosys + openroad results
sta:
  fin_hold_ws_ns: 3.55
  setup_slack_ns: -0.255
  period_needed_ns: 6.66
  period_used_pct: 104
  max-slew-margin-rel_pct: 60.5
  fmaxAchievable_ghz: 0.150
  setup_viol: 1
  finalMaxSlewViolations: 0
  worst_pin_slew_ns: 0.590
  hold_viol: 0
  rsz0062_at_grt: "true"
run:
  warnings: 37
  drv_cap: 0
logic_synthesis:
  synthDominantCellAreaShare_pct: 8.70
  seq_area_frac_synth_pct: 0
  synth.distinct_cells: 64
  ys_chip_area_um2: 1710
  synth.avg_cell_area_um2: 7.07
  yosysCellCount: 242
  synth.largest_area_cell: "xnor2_1"
  synth_cells: 242
  syn_area_um2: 1710
  ys_warn_count: 1
  topCellsByArea: "xnor2_1 (8.7%), xor2_1 (6.7%), ha_1 (6.6%)"
drt:
  vias: 2143
  antenna_left: 0
  drc: 0
  drt-wirelength-per-cell_um: 12.0
  drt_pre_antenna_iters: 4
  drt_iter0_markers: 64
  viasPerCell: 4.87
  n_antenna_cell: 0
  finalWirelength_um: 5260
cells_and_area:
  seq_cell_count: 0
  nFillCells: 802
  nClkBuffers: 0
  design_area_um2: 2960
  most-common-layout-cells: "buf_4 (91), nor2_1 (16), nand2_1 (13), xnor2_1 (13), a21oi_1 (11)"
  seq_area_um2: 0
  synthToLayoutAreaGrowth_pct: 72.9
  final_common_cell: "buf_4"
  drive_gt1_share_pct: 51.0
pwr:
  ir_drop_mv: 0.0780
  p_per_area_nw_per_um2: 220
  p_leak_nw: 1.26
  p_total_mw: 0.650
placed_design:
  gp_congestion: 0.897
  place.detailed.hpwl_um: 4070
  place_ws_ns: -1.24
  io_buffers: 20
  place_area_um2: 2630
critical_path:
  cp-end-kind: "primary output"
  worstSetupStartpointType: "primary input"
  endpoint: "out_n[5]"
  worstPathArrival_ns: 5.38
  path_max_fanout: 6
  critPathLaunch: "code_word1[5]"
  path_class: "in -> out"
  cp.required_ns: 5.12
global_routing:
  grt_max_degree: 12
  grt_pass1_wl_um: 8950
  antenna_found_initial: 0
  first_global_vias: 2011
  grt.overflow.total: 0
  grt_usage_pct: 7.84
floorplan:
  core_region_area_um2: 8220
  die_area_um2: 12500
  rows: 33
  ios: 20
  fp_util_pct: 20.8
  die-height_um: 112
  die_width_um: 112
worst_hold_path:
  worst_hold_path_type: "in -> out"
clocking:
  hold_buffers: 0
outcome:
  status: "finished, violations left"
  violations: "setup timing"
-- synthesized netlist by cell type, types with 2 or more instances --
cell,count
buf_1,3
buf_2,3
or3_1,2
a31oi_1,4
ha_1,9
xnor2_1,17
clkbuf_1,10
inv_1,11
nand3_1,7
a32o_1,2
mux2_2,3
buf_4,2
buf_6,2
nor3_1,9
nor2_1,18
o21ai_0,16
a211oi_1,3
o211ai_1,3
and3_1,7
o221ai_1,3
xor2_1,13
o31ai_1,3
a21boi_1,2
nand2_1,16
a21oi_1,15
mux2_1,2
nor2b_1,2
a221oi_1,5
mux2i_1,4
a311oi_1,6
o21ai_1,3
and2_1,2
o221a_2,2
a21o_1,3
-- cells by family after synthesis --
logic type | after synthesis | share of synthesized area (%)
AOI/OAI and AO/OA | 83 | 34.4
xor gates and xnor gates | 34 | 21.0
adders and majority gates | 11 | 8.33
buffers and inverters | 31 | 8.33
muxes | 10 | 6.94
and+or+nand+nor | 73 | 21.1
-- metrics by stage --
step | TNS, ns | cells | utilization (%)
after global routing | -0.841 | 440 | 36.0
after CTS | -0.331 | 440 | 34.7
after global placement | -3.07 | 432 | 32.0
after floorplan | -0.119 | 242 | -
after detailed placement | -3.15 | 432 | 32.0
final | -0.255 | 440 | 36.0
-- where the power goes --
| part | switching, mW | leakage (nW) | internal, mW |
|---|---|---|---|
| logic | 0.278 | 1.26 | 0.372 |
| registers | 0 | 0 | 0 |
| clock network | 0 | 0 | 0 |
-- per-layer routing --
metal  vias to the layer above  GRT usage [%]  part of all wire, %
met5                         -              0                    0
met4                         0          0.169                    0
met3                         0          0.543                  4.0
met2                        38           13.4                   47
met1                      1007           11.1                   49
li1                       1098              -                    -
-- critical path: stages --
cell and delay (ns):
buf_12 0.12, xnor2_4 0.15, o21ai_2 0.15, o311ai_2 0.13, a221oi_2 0.32, nor2_1 0.08
o21a_1 0.22, ha_4 0.31, inv_4 0.04, ha_4 0.15, nor2b_4 0.12, a211o_1 0.31
a31oi_1 0.16, mux2_2 0.36, a221oi_2 0.24, ha_1 0.28, a21o_1 0.17, a21oi_2 0.20
nand3_1 0.09, mux2i_1 0.18, a211oi_2 0.06, xor2_1 0.15, buf_2 0.11
-- worst min-delay path by stage --
stage             start  endpoint  cells past startpoint
4_1_cts   code_word1[3]  out_n[5]                      8
5_1_grt   code_word2[3]  out_n[5]                      8
6_report  code_word1[3]  out_n[5]                      8
-- cell type report --
class	instances	area (um2)	share of cell area [%]
multi-input cells	211	1890	64.0
repair buffers	113	890	30.1
well taps	105	131	4.44
inverters	11	43.8	1.48
-- what timing repair did --
action                     CTS  global route
setup buffers                8             2
resized                    100            45
setup endpoints to repair    4             4
pin swaps                   33            32
No activity file was given, so power comes from the tool's default toggle rates.
