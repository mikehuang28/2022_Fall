File: flow/run.sh
#!/bin/bash
# OpenROAD 26Q1-2900-gdf79404cd8, Yosys 0.63+post, stock flow scripts
make -C /OpenROAD-flow-scripts/flow DESIGN_CONFIG=/design/flow/config.mk WORK_HOME=/design/flow/orfs finish
File: flow/constraint.sdc
current_design BP

set clk_period 9.9
set clk_io_pct 0.2

create_clock -name clk0 -period $clk_period [get_ports {clk}]

set non_clock_inputs [all_inputs -no_clocks]
set_input_delay [expr $clk_period * $clk_io_pct] -clock clk0 $non_clock_inputs
set_output_delay [expr $clk_period * $clk_io_pct] -clock clk0 [all_outputs]
File: flow/design.v
module BP(
  clk,
  rst_n,
  in_valid,
  guy,
  in0,
  in1,
  in2,
  in3,
  in4,
  in5,
  in6,
  in7,
  out_valid,
  out
);
input             clk, rst_n;
input             in_valid;
input       [2:0] guy;
input       [1:0] in0, in1, in2, in3, in4, in5, in6, in7;
output reg        out_valid;
output reg  [1:0] out;
parameter IDLE = 0;
parameter INPUT = 1;
parameter CAL = 2;
integer i;
reg [1:0] next_state, current_state;
reg [2:0] guy_reg;
reg [2:0] start_pos;
reg [5:0] y_diff [31:0];  
reg [2:0] x_diff [31:0];
reg left_or_right [31:0];  
reg obs_type [31:0];  
reg [2:0] cur_obs_x;
reg [5:0] cur_obs_y;
reg [2:0] pre_obs_x;
reg [5:0] pre_obs_y;
reg [5:0] row_count;
reg [5:0] out_valid_count;
reg [5:0] obs_count;
reg [5:0] diff_count;
reg [5:0] step_count;
wire [5:0] row_diff;  
wire [3:0] obs_diff;  
wire [2:0] obs_diff_abs;  
always@ (posedge clk or negedge rst_n) begin
  if(!rst_n)
    current_state <= IDLE;  
  else
    current_state <= next_state;
end
always@ (*) begin
  case(current_state)
  IDLE: begin
    if(in_valid)
      next_state = INPUT;
    else
      next_state = IDLE;
  end
  INPUT: begin
    if(!in_valid)
      next_state = CAL;
    else
      next_state = INPUT;
  end
  CAL: begin
    if(out_valid_count == 63)
      next_state = IDLE;
    else
      next_state = CAL;
  end
  default: next_state = current_state;
  endcase
end
always@ (posedge clk) begin
    if(current_state == IDLE) begin
      for(i = 0; i < 32; i = i + 1) begin
        y_diff[i] <= 0;
      end
    end
    else if(in_valid || obs_count > 0) begin
      y_diff[obs_count - 1] <= row_diff;
    end
    else begin
      for(i = 0; i < 32; i = i + 1) begin
        y_diff[i] <= y_diff[i];
      end
    end
end
always@ (posedge clk) begin
    if(current_state == IDLE) begin
      for(i = 0; i < 32; i = i + 1) begin
        x_diff[i] <= 0;
      end
    end
    else if(in_valid || obs_count > 0) begin
      x_diff[obs_count - 1] <= obs_diff_abs;
    end
    else begin
      for(i = 0; i < 32; i = i + 1) begin
        x_diff[i] <= x_diff[i];
      end
    end
end
always@ (posedge clk) begin
    if(current_state == IDLE) begin
      for(i = 0; i < 32; i = i + 1) begin
        left_or_right[i] <= 0;
      end
    end
    else if(in_valid || obs_count > 0) begin
      if(obs_diff[3]) begin  
        left_or_right[obs_count - 1] <= 1;
      end
      else begin  
        left_or_right[obs_count - 1] <= 0;
      end
    end
    else begin
      for(i = 0; i < 32; i = i + 1) begin
        left_or_right[i] <= left_or_right[i];
      end
    end
end
always@ (posedge clk) begin
    if(current_state == IDLE) begin
      for(i = 0; i < 32; i = i + 1) begin
        obs_type[i] <= 0;
      end
    end
    else if(in_valid || obs_count > 0) begin
      if(in0 == 2 || in1 == 2 || in2 == 2 || in3 == 2 || in4 == 2 || in5 == 2 || in6 == 2 || in7 == 2) begin  
        obs_type[obs_count ] <= 1;
      end
      else if(in0 == 1 || in1 == 1 || in2 == 1 || in3 == 1 || in4 == 1 || in5 == 1 || in6 == 1 || in7 == 1) begin  
        obs_type[obs_count ] <= 0;
      end
    end
end
always@ (posedge clk or negedge rst_n) begin
  if(!rst_n) begin
    row_count <= 0;
  end
  else begin
    if(in_valid) begin
      row_count <= row_count + 1;
    end
    else if(current_state == CAL) begin
      row_count <= row_count;
    end
    else begin
      row_count <= row_count;
    end
  end
end
always@ (posedge clk or negedge rst_n) begin
  if(!rst_n) begin
    out_valid_count <= 0;
  end
  else begin
    if(current_state == IDLE) begin
      out_valid_count <= 0;
    end
    if(current_state == CAL) begin
      out_valid_count <= out_valid_count + 1;
    end
    else begin
      out_valid_count <= out_valid_count;
    end
  end
end
always@ (posedge clk or negedge rst_n) begin
  if(!rst_n) begin
    obs_count <= 0;
  end
  else begin
    if(current_state == IDLE) begin
      obs_count <= 0;
    end
    else if(current_state == INPUT && in_valid && in0 != 0) begin
      obs_count <= obs_count + 1;
    end
    else begin
      obs_count <= obs_count;
    end
  end
end
always@ (posedge clk or negedge rst_n) begin
  if(!rst_n) begin
    step_count <= 0;
  end
  else begin
    if(current_state == CAL) begin
      if(step_count == y_diff[diff_count] - 1) begin
        step_count <= 0;
      end
      else begin
        step_count <= step_count + 1;
      end
    end
    else begin
      step_count <= 0;
    end
  end
end
always@ (posedge clk or negedge rst_n) begin
  if(!rst_n) begin
    diff_count <= 0;
  end
  else begin
    if(current_state == CAL) begin
      if(step_count == y_diff[diff_count] - 1) begin
        diff_count <= diff_count + 1;
      end
      else begin
        diff_count <= diff_count;
      end
    end
    else begin
      diff_count <= 0;
    end
  end
end
always@ (posedge clk or negedge rst_n) begin
  if(!rst_n) begin
    cur_obs_x <= 0;
  end
  else begin
    if(current_state == IDLE) begin
      cur_obs_x <= guy;
    end
    else if(current_state == INPUT && in_valid && in0 != 0) begin
        if(in0 != 3) cur_obs_x <= 0;
        else if(in1 != 3) cur_obs_x <= 1;
        else if(in2 != 3) cur_obs_x <= 2;
        else if(in3 != 3) cur_obs_x <= 3;
        else if(in4 != 3) cur_obs_x <= 4;
        else if(in5 != 3) cur_obs_x <= 5;
        else if(in6 != 3) cur_obs_x <= 6;
        else cur_obs_x <= 7;
    end
    else begin
      cur_obs_x <= cur_obs_x;
    end
  end
end
always@ (posedge clk or negedge rst_n) begin
  if(!rst_n) begin
    cur_obs_y <= 0;
  end
  else begin
    if(current_state == IDLE) begin
      cur_obs_y <= 0;
    end
    else if(current_state == INPUT && in_valid && in0 != 0) begin
      if(row_count == 0) begin
        cur_obs_y <= 0;
      end
      else begin
        cur_obs_y <= row_count;
      end
    end
    else begin
      cur_obs_y <= cur_obs_y;
    end
  end
end
always@ (posedge clk or negedge rst_n) begin
  if(!rst_n) begin
    pre_obs_x <= 0;
  end
  else begin
    if(current_state == IDLE) begin
      pre_obs_x <= 0;
    end
    else if(current_state == INPUT && in_valid && in0 != 0  ) begin
      pre_obs_x <= cur_obs_x;
    end
    else begin
      pre_obs_x <= pre_obs_x;
    end
  end
end
always@ (posedge clk or negedge rst_n) begin
  if(!rst_n) begin
    pre_obs_y <= 0;
  end
  else begin
    if(current_state == IDLE) begin
      pre_obs_y <= 0;
    end
    else if(current_state == INPUT && in_valid && in0 != 0   ) begin
      pre_obs_y <= cur_obs_y;
    end
    else begin
      pre_obs_y <= pre_obs_y;
    end
  end
end
assign row_diff = cur_obs_y - pre_obs_y;
assign obs_diff = cur_obs_x - pre_obs_x;
assign obs_diff_abs = (obs_diff[2:0] ^ {3{obs_diff[3]}}) + obs_diff[3];
always @(posedge clk or negedge rst_n) begin
  if(!rst_n) begin
    out <= 0;
  end
  else begin
    if(current_state == CAL) begin
      if(x_diff[diff_count] != 0) begin  
        if(left_or_right[diff_count] == 0) begin  
          if(step_count >= x_diff[diff_count]) begin  
            if(step_count == y_diff[diff_count] - 1 && obs_type[diff_count] == 0) begin
              out <= 3;
            end
            else if(step_count == y_diff[diff_count] - 1 && obs_type[diff_count] == 1) begin  
              out <= 0;
            end
            else begin
              out <= 0;
            end
          end
          else begin
            out <= 1;
          end
        end
        else begin  
          if(step_count >= x_diff[diff_count]) begin  
            if(step_count == y_diff[diff_count] - 1 && obs_type[diff_count] == 0) begin
              out <= 3;
            end
            else if(step_count == y_diff[diff_count] - 1 && obs_type[diff_count] == 1) begin  
              out <= 0;
            end
            else begin
              out <= 0;
            end
          end
          else begin
            out <= 2;
          end
        end
      end
      else begin  
        if(step_count == y_diff[diff_count] - 1 && obs_type[diff_count] == 0) begin  
          out <= 3;
        end
        else if(step_count == y_diff[diff_count] - 1 && obs_type[diff_count] == 1) begin  
          out <= 0;
        end
        else begin
          out <= 0;
        end
      end
    end
    else begin
      out <= 0;
    end
  end
end
always@ (posedge clk or negedge rst_n) begin
  if(!rst_n) begin
    out_valid <= 0;
  end
  else begin
    if(current_state == CAL) begin
      if(out_valid_count == 63) begin
        out_valid <= 0;
      end
      else begin
        out_valid <= 1;
      end
    end
    else begin
      out_valid <= 0;
    end
  end
end
endmodule
File: flow/config.mk
export PLATFORM = sky130hd
export DESIGN_NAME = BP
export DESIGN_NICKNAME = BP
export VERILOG_FILES = /design/flow/design.v
export SDC_FILE = /design/flow/constraint.sdc
export NUM_CORES = 4
export LEC_CHECK = 1
export CORE_UTILIZATION = 50
==> flow_summary.json <==
{
  "die-area_mm2": 0.0389,
  "critPathKind": "reg -> reg",
  "slew_violations": 0,
  "maxCapViolCount": 0,
  "ant_nets": 0,
  "clock_latency_ns": 0.56,
  "synth-edff-count": 352,
  "slowest_stage": "dfrtp_4",
  "hold_viol": 0,
  "path_cells": "buf_4 > buf_4 > mux4_2 > mux2i_1 > nor2b_1 > o21ai_1 > ha_1 > xor2_1 > xnor2_1 > nand3_1 > a211oi_4 > a22o_1",
  "yosys.area_share.aoi_pct": 4.26,
  "yosys_warnings": 1,
  "grt_max_degree": 54,
  "htree_levels": 2,
  "die_h_um": 197,
  "worstSetupStartpoint": "diff_count[1]",
  "hold_buffers": 0,
  "pwr-share-clk_pct": 31.0,
  "post_cts_resized": 0,
  "cts_setup_buffers": 0,
  "worstSetupEndpointType": "flop",
  "relSlewSlack_pct": 27.9,
  "finalWeightedCongestion": 0.922,
  "peakVddDrop_v": 0.000303,
  "rsz0062_at_grt": "false",
  "ys_ff": 405,
  "fmax_mhz": 207,
  "skew_ns": 0.0153,
  "finalPower_w": 0.00501,
  "r2r_setup_slack_ns": 5.07,
  "vias": 11764,
  "xor_area_share_pct": 1.60,
  "crit_top_cell": "buf_4",
  "critPathRequiredTime_ns": 10.38,
  "async_flop_share_pct": 13.1,
  "drt_iter0_markers": 658,
  "outcome": "finished clean",
  "dr.pass1.iters": 6,
  "synth_top_flop_cell": "edfxtp_1",
  "switching_share_pct": 34.8,
  "cts.path.max_buffers": 3,
  "ys_sh_adder_pct": 1.85,
  "p_int_w": 0.00327,
  "startpoint_type": "flop",
  "clock-sinks": 405,
  "drt_wl_total_mm": 48.8,
  "finalSetupViolations": 0,
  "p_sw_w": 0.00174,
  "worst-path-buf-inv": 2,
  "grt_use_total_pct": 28.9,
  "avgViaCountPerCell": 5.80,
  "ys_chip_area_mm2": 0.0191,
  "cts_root_buf": "clkbuf_16",
  "syn_avg_cell_area_um2": 12.5,
  "fin_crit_sh_pct": 48.8,
  "hp-class": "reg -> reg",
  "p_per_area_mw_per_mm2": 239,
  "fp_util_pct": 50.8,
  "grt.overflow.total": 0,
  "critPathTopFamily": "buffers and inverters",
  "clkSlewWorstSetupHoldPaths_ns": 0.06,
  "ys_top_logic_family": "simple AND/OR/NAND/NOR gates",
  "combPwrFrac_pct": 26.7,
  "antenna_found_initial": 1,
  "synth-simple-area-share_pct": 13.4,
  "path_max_fanout": 41,
  "n_antenna_cell": 0,
  "cts-buffers-inserted": 43,
  "io_pins": 25,
  "power_leakage_nw": 7.33,
  "rows": 71,
  "place.detailed.hpwl_mm": 31.0,
  "cp_slowest_stage_delay_ns": 0.72,
  "worst_pin_slew_ns": 1.07,
  "min_from": "out_valid_count[5]",
  "core_mm2": 0.0376,
  "cp_data_arrival_time_ns": 5.31,
  "r2r_start": "diff_count[1]",
  "tool_warnings": 32,
  "synth_seq_share_pct": 62.4,
  "drcViolationCount": 0,
  "drive_above_1_share_pct": 12.4,
  "grt_pass1_vias": 12036,
  "cts_tree": "done",
  "period_minus_slack_ns": 4.83,
  "wl_per_cell_um": 24.0,
  "fill_cells": 2994,
  "seqPwrFrac_pct": 42.4,
  "ys_cells": 1521,
  "grt_pass1_wl_mm": 73.9,
  "synth.distinct_cells": 62,
  "dieWidth_um": 197,
  "mux_share_pct": 12.8,
  "area_delta_synth_final_pct": 9.89,
  "tns_ns": 0,
  "synthCells": 1521,
  "port_buffers": 24,
  "netlist_area_mm2": 0.0191
}
[cells by family after synthesis]
group | count (synthesis)
compound gates | 126
xor+xnor | 34
fa+ha+maj | 27
buf+inv | 165
flops | 405
mux | 133
simple gates | 631
[state kept, by name, summed over array words and instances (netlist names), 2 cells and up]
register         cells
y_diff             192
x_diff              96
left_or_right       32
obs_type            32
cur_obs_y            6
obs_count            6
out_valid_count      6
pre_obs_y            6
row_count            6
step_count           6
diff_count           5
cur_obs_x            3
current_state        3
pre_obs_x            3
out                  2
[synthesized netlist by cell type (all sizes together) (3+ instances only)]
cell type / n / share of area (%)
nor2: 373 / 7.3
edfxtp: 352 / 55
nand2: 170 / 3.3
clkbuf: 104 / 2.0
mux4: 87 / 10
dfrtp: 52 / 6.8
o21ai: 47 / 1.2
mux2i: 41 / 2.2
inv: 33 / 0.65
ha: 25 / 1.6
a21oi: 24 / 0.63
buf: 24 / 0.89
nand3: 23 / 0.60
xnor2: 20 / 0.92
a22oi: 16 / 0.63
xor2: 14 / 0.68
nand4: 13 / 0.43
nand2b: 11 / 0.36
nor2b: 9 / 0.30
nor3: 9 / 0.24
and2: 7 / 0.23
o22ai: 6 / 0.20
a31oi: 5 / 0.16
mux2: 5 / 0.30
clkinv: 4 / 0.079
o211ai: 4 / 0.16
or2: 4 / 0.13
or3: 4 / 0.13
a21o: 3 / 0.12
[layout make-up]
cell class | instances | area, um2 | area share (%)
clock buffers | 55 | 1130 | 5.40
clock inverters | 22 | 203 | 0.967
inverters | 37 | 139 | 0.663
multi-input cells | 951 | 6530 | 31.1
flip-flops and latches | 405 | 11900 | 56.8
well taps | 511 | 639 | 3.05
repair buffers | 48 | 415 | 1.98
[metrics by stage]
| stage | setup slack (ns) | util (%) | area [um2] | hold slack, ns | cells |
|---|---|---|---|---|---|
| 6_report | 5.07 | 55.8 | 21000 | 0.474 | 2029 |
| 5_1_grt | 4.73 | 55.8 | 21000 | 0.486 | 2029 |
| 4_1_cts | 5.16 | 55.8 | 21000 | 0.477 | 2029 |
| 3_5_place_dp | 4.68 | 52.2 | 19600 | 0.463 | 1952 |
| 3_3_place_gp | 4.79 | 52.2 | 19600 | 0.457 | 1952 |
| 2_1_floorplan | 6.24 | - | 19100 | 0.435 | 1521 |
[routing by layer]
metal	vias to the layer above	GRT usage, %	routed length [um]	part of all wire (%)
met5	-	0.894	9	0.018
met4	2	7.29	1550	3.2
met3	93	16.5	6630	14
met2	644	40.6	22500	46
met1	5674	42.5	18000	37
li1	5351	-	-	-
[final timing paths]
path / end / cells past startpoint
max: out[1] / 12
min: out_valid_count[5] / 1
max reg2reg: out[1] / 12
min reg2reg: out_valid_count[5] / 1
max in group asynchronous: diff_count[0] / 2
min in group asynchronous: obs_count[3] / 1
[power by group through the flow]
stage	registers [W]	clock network, W	logic (W)
CTS	0.00213	0.00158	0.00134
global route	0.00214	0.00164	0.00142
finish	0.00212	0.00155	0.00134
[cell usage in the layout (no fill, tap or decap), types with 24 or more instances in the layout]
cell type  instances
nand2_1          170
edfxtp_1         352
dfrtp_1           50
ha_1              25
a21oi_1           24
mux2i_1           40
mux4_2            84
inv_1             33
buf_4             24
clkbuf_16         43
o21ai_0           46
nor2_1           373
Power and IR drop assume default switching activity.
